## flow/run.sh

```bash
#!/bin/bash
# OpenROAD 26Q1-2900-gdf79404cd8, Yosys 0.63+post, stock flow scripts
make -C /OpenROAD-flow-scripts/flow DESIGN_CONFIG=/design/flow/config.mk WORK_HOME=/design/flow/orfs finish
```

## flow/config.mk

```make
export PLATFORM = sky130hd
export DESIGN_NAME = Main_Module
export DESIGN_NICKNAME = Main_Module
export VERILOG_FILES = /design/flow/design.v
export SDC_FILE = /design/flow/constraint.sdc
export NUM_CORES = 4
export LEC_CHECK = 1
export CORE_AREA = 10 10 93 93
export DIE_AREA = 0 0 103 103
export SYNTH_HDL_FRONTEND = slang
```

## flow/constraint.sdc

```tcl
current_design Main_Module

set clk_period 2.8
set clk_io_pct 0.2

create_clock -name clk0 -period $clk_period [get_ports {clk}]

set non_clock_inputs [all_inputs -no_clocks]
set_input_delay [expr $clk_period * $clk_io_pct] -clock clk0 $non_clock_inputs
set_output_delay [expr $clk_period * $clk_io_pct] -clock clk0 [all_outputs]
```

## flow/design.v

```verilog
module Main_Module (grounds, display, clk, led);
    output  [3:0] grounds;
    output  [6:0] display;
    input   clk; 
    output led;
    reg     [15:0] memory [0:127]; 
    wire     [11:0] pc;  
    wire     [15:0] data_out;
    wire     [15:0] data_in;
    wire     [11:0] address;
    wire     memwt;
    wire     [15:0] reg0;
 assign led=memwt;  
  Reptile rr1 (.data_in(data_in), .data_out(data_out), .clk(~clk), .memwt(memwt), .address(address),.reg0(reg0));
    sevensegment ss1 ( .datain(reg0), .grounds(grounds), .display(display), .clk(clk));
    assign data_in=memory[address];
    initial begin
		$readmemh("ram.dat", memory);
    end
endmodule
module Reptile (
					input [15:0] data_in,
					output [15:0] data_out,
					input clk,
					output memwt,
					output reg [11:0] address,
					output [15:0] reg0
					);
    reg [11:0] pc, ir;  
    reg [4:0]  state;  
	 reg [15:0] regbank [7:0]; 
    reg zeroflag;  
	 reg [15:0] result;  
     localparam   FETCH=4'b0000,
                  LDI=4'b0001, 
                  LD=4'b0010,
                  ST=4'b0011,
                  JZ=4'b0100,
                  JMP=4'b0101,
                  ALU=4'b0111;
    wire zeroresult;  
    always @(posedge clk)
        case(state)
            FETCH: 
					begin
						 if ( data_in[15:12]==JZ)  
							  if (zeroflag)   
									state <= JMP;
							  else
									state <= FETCH;  
						 else
							state <= data_in[15:12];  
							ir<=data_in[11:0];  
							pc<=pc+1;  
					end
            LDI:
					begin
						 regbank[ ir[2:0] ] <= data_in;  
						 pc<=pc+1;  
						 state <= FETCH;
					end
             LD:
                begin
                    regbank[ir[2:0]] <= data_in;
                    state <= FETCH;  
                end 
            ST:
                begin
						  state <= FETCH;  
                end    
            JMP:
                begin
                    pc <= pc+ir;
                    state <= FETCH;  
                end          
            ALU:
                begin
                    regbank[ir[2:0]]<=result;
                    zeroflag<=zeroresult;
                    state <= FETCH;
                end
        endcase
    always @*   
        case (state)
            LD:      address=regbank[ir[5:3]][11:0];
            ST:      address=regbank[ir[5:3]][11:0];
            default: address=pc;
         endcase
 assign memwt=(state==ST);
 assign data_out = regbank[ir[8:6]];
    always @*
        case (ir[11:9])
            3'h0: result = regbank[ir[8:6]]+regbank[ir[5:3]];  
            3'h1: result = regbank[ir[8:6]]-regbank[ir[5:3]];  
            3'h2: result = regbank[ir[8:6]]&regbank[ir[5:3]];  
            3'h3: result = regbank[ir[8:6]]|regbank[ir[5:3]];  
            3'h4: result = regbank[ir[8:6]]^regbank[ir[5:3]];  
            3'h7: case (ir[8:6])
                        3'h0: result = !regbank[ir[5:3]];
                        3'h1: result = regbank[ir[5:3]];
                        3'h2: result = regbank[ir[5:3]]+1;
                        3'h3: result = regbank[ir[5:3]]-1;
                        default: result=16'h0000;
                    endcase
            default: result=16'h0000;
        endcase
   assign zeroresult = ~|result;
	assign reg0=regbank[0];
    initial begin;
            state=FETCH;
				zeroflag=0;
				pc=0;
            end                        
endmodule
module sevensegment(datain, grounds, display, user, wrong, finish, clk);
	input wire [15:0] datain;
	input wire user;
	input wire wrong;
	input wire finish;
	output reg [3:0] grounds;
	output reg [6:0] display;
	input clk;
	integer a;
	reg [3:0] data [3:0];
	reg [3:0] data2 [3:0];
	reg [1:0] count;
	reg [25:0] clk1;
	always @(posedge clk1[15])
		begin
			grounds <= {grounds[2:0],grounds[3]};
			count <= count + 1;
		end
	always @(posedge clk)
		clk1 <= clk1 + 1;
	always @(*) 
		case(data2[count])	
			0:display=7'b1111110;  
         1:display=7'b0110000;
         2:display=7'b1101101;
         3:display=7'b1111001;
         4:display=7'b0110011;
         5:display=7'b1011011;
         6:display=7'b1011111;
         7:display=7'b1110000;
         8:display=7'b1111111;
         9:display=7'b1111011;
			10:display=7'b0000001;
        default display=7'b1111111;
		endcase
	always @*
		begin
			data[0] = datain[15:12];
			data[1] = datain[11:8];
			data[2] = datain[7:4];
			data[3] = datain[3:0];
			a = (data[0]*16*16*16 + data[1]*16*16 + data[2]*16 + data[3]);
			data2[3] = a%10;
			data2[2] = (a/10)%10;
			data2[1] = (a/100)%10;
			data2[0] = (user+1);		
			if(wrong == 1)
				begin
					data2[3] = 10;
					data2[2] = 10;
					data2[1] = 10;
					data2[0] = (user+1);	
				end
			if(finish == 1)
				begin
				data2[3] = 10;
				data2[2]= (2-user);
				data2[1] = 10;
				data2[0] = 10;	
				end	
		end 
	initial begin		
		count = 2'b0;
		grounds =4'b1110;
		clk1 = 0;
	end
endmodule
```

==> qor.txt <==
Placed cells: 160
Final hold viol count: 0
CTS tree: done
Avg Inst Size Synth: 10.97 µm²
DRT antenna net count: 0
Hold buffers post-CTS: 0
CP required: 2.98 ns
Crit path capture type: flip-flop
#FFs+latches synth: 22
Initial antenna violation count: 0
Slowest cell on crit path: dfxtp_1
Fraction of power consumed by combinational cells: 0
RSZ-0062 raised after global routing: false
Pwr Total: 427.2 µW
Most frequent logic cell in the layout: dfxtp_1
Vias: 472
Place WS: 1.484 ns
Final Setup Violations: 0
Worst reg-to-reg setup slack: 1.47 ns
Yosys cell count: 74
Layout cell share with drive strength beyond 1: 0.1071
CORE AREA: 6756 µm²
Die width: 103 µm
Kind of critical path: flip-flop to flip-flop
GP Congestion: 0.7621
HPWL Detailed: 918.6 µm
Final routed DRC violation total: 0
P_int: 352.1 µW
First-pass GRT wire length: 1.952 mm
Register pins left without a clock: 6
Clock root cell: clkbuf_8
TNS Setup: 0 ns
Worst R2R Path Depth: 4
Gr ovfl total: 0
Post-DP Area: 984.7 µm²
Synth cell types: 15
Yosys top cell area share: 0.5424
WL/cell: 7.207 µm
Endpoints left unconstrained: 17
Post-route design area: 1040 µm²
Worst hold path type: flip-flop to flip-flop
Post-synth top area cell: dfxtp_1
Mapped Area: 812.0 µm²
Most numerous logic cells after layout: dfxtp_1 (22), clkdlybuf4s50_1 (11), xor2_1 (9)
H-tree lvl count: 1
YS warnings: 3
Status: completed
Clock Skews: 0.002199 ns
Minimum clock period: 1.335 ns
Floorplan core density: 0.1202
Clk ins delay skew pair: 0.24 ns
Total wire length: 1.182 mm
IO Port Bufs: 11
Sw Share: 0.1756
Worst-path fanout max: 5
Post-synth seq share: 0.5424
FF-to-FF Start: ss1.clk1[0]
Sw Pwr: 75.02 µW
Worst-path cell chain: ha_1, nand4_1, nor3_1, xnor2_1
Diode count: 0
Mean number of vias per cell: 2.878
Area contributors post-synth: dfxtp_1 (54%), xor2_1 (9.7%), xnor2_1 (5.4%), buf_4 (4.6%), nor4_2 (4.6%)
Sequential share of power: 0.533
Row count: 30
YS chip area: 812.0 µm²
Max-Cap Viols: 0
Ports: 13
Total GRT Usage: 0.02234
Start point of the worst hold path: ss1.clk1[0]
Max Slew Vio Count: 0
Post-CTS Setup Bufs: 0
Die Y: 103 µm
Power Density: 410.8 nW/µm²
Worst Hold Depth: 1
Tool warnings: 25
Syn Inst Count: 74
Max VDD drop: 0.0002238 V
Worst Hold End: ss1.clk1[0]
Vias in the first global route: 443
Total leakage power: 0.0004020 µW
RR Endpoint: ss1.clk1[12]
CTS clk-pin slew, worst paths: 0.06 ns
CTS Buffer Depth: 2
Iter 0 DRT Violations: 30
Largest net degree at the start of global routing: 10
Non-filler cells, final: 164
WP data arrival: 1.51 ns
Clock Power Share: 0.467
Fmax achieved: 749.3 MHz
CTS resizes: 0
Die area: 10,610 µm²
Area growth syn-to-layout: 28.04%
Setup crit start: ss1.clk1[0]
Pre-antenna DRT Iters: 4
PnR worst setup slack: 1.465 ns
Fill count: 761
Type of origin of the critical path: flip-flop
TritonCTS buffer count: 3
Worst path max stage delay: 0.41 ns
Final worst-path cycle share: 0.4766
[metrics by stage]
stage / hold WS (ns) / utilization
final: 0.4402 / 0.1539
after global routing: 0.4812 / 0.1539
after CTS: 0.4456 / 0.1539
after detailed placement: 0.4305 / 0.1457
after global placement: 0.4253 / 0.1457
after floorplan: 0.4132 / -
[how the worst max path moves through the flow]
stage,to,slack (ns),depth (start not counted)
after global routing,ss1.clk1[10],1.29,4
final,ss1.clk1[12],1.47,4
after CTS,ss1.clk1[12],1.45,4
[area by class of cell]
| cell class | instances | area [µm²] | area share |
|---|---|---|---|
| sequential | 22 | 440.4 | 0.4236 |
| multi-input combinational | 40 | 307.8 | 0.2960 |
| timing repair buffer | 11 | 110.1 | 0.1059 |
| tap | 80 | 100.1 | 0.09627 |
| clock buffer | 4 | 55.05 | 0.05295 |
| inverter | 7 | 26.28 | 0.02527 |
[layer usage]
layer	vias to the layer above	GRT usage	routed length, µm
met1	202	0.03065	609
met5	-	0	0
li1	254	-	-
met3	2	0.01354	156
met4	0	0.002139	8
met2	14	0.03023	408
[logic make-up after synthesis]
family        after synthesis  synth area share
simple gates               23            0.1926
other cells                 1          0.004618
buf+inv                    12           0.07859
fa+ha+maj                   2           0.03081
xor+xnor                   14            0.1510
flops                      22            0.5424
[registers in the layout, summed over array words and instances (netlist names)]
signal / count
ss1.count: 2
ss1.grounds: 4
ss1.clk1: 16
[power groups by stage]
stage	Clock [µW]	Combinational (µW)	Sequential [µW]
after CTS	205	0.124	228
after global routing	219	0.100	227
final	199	0.0604	228
[cells in the mapped netlist]
| master | instances |
|---|---|
| nand4_1 | 2 |
| xnor2_1 | 5 |
| nand4_4 | 1 |
| inv_1 | 7 |
| nor3_1 | 5 |
| xor2_1 | 9 |
| nor4_2 | 3 |
| nand2_1 | 3 |
| dfxtp_1 | 22 |
| nand4_2 | 1 |
| nor2_1 | 3 |
| ha_1 | 2 |
| buf_4 | 5 |
| conb_1 | 1 |
| nand3_1 | 5 |
[critical path: cells and delay by family (launching register included)]
kind | cells | cell delay, ns
flops | 1 | 0.41
fa+ha+maj | 1 | 0.24
xor+xnor | 1 | 0.14
simple gates | 2 | 0.48
Power is estimated from default activity; no workload was simulated.
